**/design/flow/config.mk**
```make
export PLATFORM = sky130hd
export DESIGN_NAME = display_ctrl
export DESIGN_NICKNAME = display_ctrl
export VERILOG_FILES = /design/flow/design.v
export SDC_FILE = /design/flow/constraint.sdc
export NUM_CORES = 4
export LEC_CHECK = 1
export CORE_UTILIZATION = 30
```
**/design/flow/constraint.sdc**
```tcl
current_design display_ctrl

set clk_period 4.5
set clk_io_pct 0.2

create_clock -name clk0 -period $clk_period [get_ports {pixel_clk}]

set non_clock_inputs [all_inputs -no_clocks]
set_input_delay [expr $clk_period * $clk_io_pct] -clock clk0 $non_clock_inputs
set_output_delay [expr $clk_period * $clk_io_pct] -clock clk0 [all_outputs]
```
**/design/flow/design.v**
```verilog
module display_ctrl #(
  parameter h_pixels   = 800    ,   
  parameter h_fp       = 40     ,   
  parameter h_pulse    = 128    ,   
  parameter h_bp       = 88     ,   
  parameter h_pol      = 1'b1   ,   
  parameter v_pixels   = 600    ,   
  parameter v_fp       = 1      ,   
  parameter v_pulse    = 4      ,   
  parameter v_bp       = 23     ,   
  parameter v_pol      = 1'b1       
)(
  input  wire      pixel_clk   ,   
  input  wire      rst_n       ,   
  output reg       h_sync      ,   
  output reg       v_sync      ,   
  output reg       disp_enbl   ,   
  output reg [10:0] h_coord     ,   
  output reg [ 9:0] v_coord         
);
    localparam h_period = h_pulse + h_bp + (h_pixels-1) + h_fp;
    localparam v_period = v_pulse + v_bp + (v_pixels-1) + v_fp;
    reg [10:0] h_count;
    reg [ 9:0] v_count;
    always_ff @( posedge pixel_clk ) begin   
      if ( !rst_n ) begin
        h_count <= 0;
        v_count <= 0;
      end
      else if (h_count < h_period) begin
        h_count <= h_count + 1;
      end 
      else begin
        h_count <= 0;
        if (v_count < v_period) begin
          v_count <= v_count + 1;
        end 
        else begin
          v_count <= 0;
        end
      end
    end
    always @( posedge pixel_clk ) begin
      if ( !rst_n ) begin
        h_sync   <= ~ h_pol;
        v_sync   <= ~ v_pol;
      end
      else begin
        if ( (h_count >= (h_pixels-1) + h_fp) && (h_count < (h_pixels-1) + h_fp + h_pulse) ) begin
          h_sync <= h_pol;
        end
        else begin
          h_sync <= ~h_pol;
        end
        if ( (v_count >= (v_pixels-1) + v_fp) && (v_count < (v_pixels-1) + v_fp + v_pulse) ) begin
          v_sync <= v_pol;
        end
        else begin
          v_sync <= ~v_pol;
        end
      end
    end
    assign h_coord = h_count;
    assign v_coord = v_count;
    always @( posedge pixel_clk ) begin
      if ( !rst_n ) begin
        disp_enbl <= 1'b1;
      end
      else begin
        if   ( h_count < (h_pixels-1) && v_count < v_pixels ) begin
          disp_enbl <= 1'b1;
        end 
        else if (h_count == h_period && (v_count < (v_pixels-1 ) || (v_count == v_period) )) begin
          disp_enbl <= 1'b1;
        end
        else begin
          disp_enbl <= 1'b0;
        end
      end
    end
endmodule
```
**/design/flow/run.sh**
```bash
#!/bin/bash
# OpenROAD 26Q1-2900-gdf79404cd8, Yosys 0.63+post, stock flow scripts
make -C /OpenROAD-flow-scripts/flow DESIGN_CONFIG=/design/flow/config.mk WORK_HOME=/design/flow/orfs finish
```
==> results_slide.txt <==
Flow Results at a Glance

Drt
  • Number of vias after detailed routing: 1099
  • Number of diodes added for antenna fixing: 0
  • Average detailed-routed wire length per instance: around 12 um
  • Count of routing violations after the opening detailed-route iteration: 126
  • Total DRC errors in the routed layout: 0
  • First-pass detailed-route iteration total: 4
  • Final antenna-violating net count: 0
  • Aggregate routed wire length: 2650 um
  • Vias per cell: 5.04

Die
  • Number of ports placed on the die boundary: 26
  • Die Wd: between 60 and 70 um
  • Total die size: around 0.0043 mm^2
  • Initial core utilization: 0.323
  • Placement Rows: 22
  • Vertical die size: 65.7 um
  • Area inside the core boundary: 0.00377 mm^2

Setup path
  • Critical Path Start Type: primary input
  • Flop-to-flop setup slack: 2.42 ns
  • Critical setup path kind: primary input to register
  • Max FO, Critical Path: 10
  • Worst EP required: 4.71 ns
  • Endpoint arrival time on the critical path: 2.51 ns
  • CP Capture Type: register

Clock tree
  • CTS Buf Count: 3
  • Master cell of the clock root buffer: sky130_fd_sc_hd__clkbuf_8
  • Clock slew seen by the registers of the worst setup and hold paths: 0.09 ns
  • Maximum buffer depth of the clock tree: 2
  • CTS H-tree lvls: 1
  • Sink count of the clock tree: 24
  • Count of instances resized after the clock tree is built: 0
  • Clock latency at the later pin of the worst-skew pair: 0.26 ns
  • Clock tree from TritonCTS: done
  • Number of buffers added to fix hold violations after cts: 0
  • Number of post-CTS setup repair buffers: 0

Global route
  • Vias in the first global route: roughly 1000
  • Pin count of the biggest net entering global routing: 20
  • Gr ovfl total: 0
  • Wire length of the first global-routing pass: 4560 um
  • Combined global-route utilization of all metal layers: 0.136
  • Number of antenna violations at the first check in global routing: 0

Logic synthesis
  • Post-Syn Instances: about 140
  • Yosys warning total: 3
  • Mean cell area of the mapped netlist: 8.45 um^2
  • Dominant register cell: sky130_fd_sc_hd__dfxtp_1
  • Synth Seq Share: 0.395
  • Yosys stat cell total: 144
  • Chip Area, Yosys: 0.00122 mm^2
  • Proportion of register bits with asynchronous set or reset after synthesis: 0
  • Dominant cell area share: 0.395
  • Synthesis-stage register bit count: 24
  • Number of enable flip-flop cells: 0
  • Top cells by area: sky130_fd_sc_hd__dfxtp_1, sky130_fd_sc_hd__nor2_1, sky130_fd_sc_hd__nand2_1
  • Most area-hungry cell type in the Yosys netlist: sky130_fd_sc_hd__dfxtp_1
  • Count of different cell masters after synthesis: 33
  • Post-synth design cell area: 0.00122 mm^2

Power
  • Power density of the placed cells: 243 mW/mm^2
  • Leakage power of the design: 0.557 nW
  • VDD IR max: about 0.00012 V

Finish
  • Multi-input gate area in the final layout: around 700 um^2
  • Area delta synth->final: 29.1%
  • Utilization after layout: 0.417
  • Proportion of layout cells with a drive suffix above 1: 0.0588
  • Sequential standard cell area: roughly 480 um^2
  • Final-layout fill cell count: 357

Placement
  • GP Congestion: 0.849
  • Port Buf Inserts: 25
  • HPWL after DPL: 1900 um

Timing
  • Setup-failing EPs final: 0
  • Upper clock frequency limit: 435 MHz
  • Headroom to the max-slew limit: 0.667
  • Period utilization: 0.511
  • Number of endpoints with negative hold slack in the final report: 0
  • Slew Limit Fails: 0
  • Sum Neg Setup Slack: 0 ns
  • Clock period minus final worst setup slack: 2.30 ns
  • Tightest Pin Transition: 0.497 ns
  • Post-Route Skew: 0.00512 ns
  • Final Hold Slack: 0.476 ns
  • Setup repair after global routing missed its margin: false

Run
  • # Max-Cap Violations: 0
  • Stage-log warning count: 27

Worst hold path
  • Class of the tightest hold or removal check: register to register

Run status
  • Result of the run: complete, no violations
cell type report:
| class | instances | area share |
|---|---|---|
| Sequential cell | 24 | 0.306 |
| Inverter | 4 | 0.00955 |
| Multi-Input combinational cell | 113 | 0.452 |
| Timing Repair Buffer | 25 | 0.159 |
| Tap cell | 48 | 0.0382 |
| Clock buffer | 4 | 0.0350 |
path summary, 6_finish.rpt:
check	to	depth (start not counted)	startpoint
min reg2reg	h_count[0]	1	h_count[0]
max reg2reg	v_count[7]	6	v_count[0]
max	v_count[8]	5	rst_n
min	h_count[0]	1	h_count[0]
flip-flops by register name (all words and copies together) (netlist names):
register,cells
disp_enbl,1
h_count,11
h_sync,1
v_count,10
v_sync,1
synthesized netlist by cell type (2+ instances only):
cell type / number
sky130_fd_sc_hd__dfxtp_1: 24
sky130_fd_sc_hd__nor2_1: 20
sky130_fd_sc_hd__nand2_1: 16
sky130_fd_sc_hd__nand3_1: 11
sky130_fd_sc_hd__a22o_1: 6
sky130_fd_sc_hd__and3_1: 6
sky130_fd_sc_hd__o21ai_1: 5
sky130_fd_sc_hd__xnor2_1: 5
sky130_fd_sc_hd__inv_1: 4
sky130_fd_sc_hd__o21ai_0: 4
sky130_fd_sc_hd__and2_1: 3
sky130_fd_sc_hd__clkbuf_1: 3
sky130_fd_sc_hd__ha_1: 3
sky130_fd_sc_hd__nand4_1: 3
sky130_fd_sc_hd__nor2b_1: 3
sky130_fd_sc_hd__o22ai_1: 3
sky130_fd_sc_hd__xor2_1: 3
sky130_fd_sc_hd__a21oi_1: 2
sky130_fd_sc_hd__nor3_1: 2
sky130_fd_sc_hd__nor4_1: 2
sky130_fd_sc_hd__nor4b_1: 2
sky130_fd_sc_hd__o2bb2ai_1: 2
sky130_fd_sc_hd__or3_1: 2
metrics by stage:
step	std cells	setup WS [ns]	total power [W]	cell area [um^2]
4_1_cts	218	2.23	0.000386	1570
6_report	218	2.20	0.000381	1570
2_1_floorplan	144	2.50	0.000233	1220
3_3_place_gp	214	2.00	0.000240	1520
3_5_place_dp	214	1.96	0.000240	1520
5_1_grt	218	2.14	0.000397	1570
critical path: stages:
cell and delay (ns):
sky130_fd_sc_hd__clkdlybuf4s50_1 0.69, sky130_fd_sc_hd__o211a_1 0.31, sky130_fd_sc_hd__nand2_4 0.09, sky130_fd_sc_hd__nor3_2 0.33, sky130_fd_sc_hd__a22o_1 0.19
cell usage in the layout, fill, tap and decap left out, drive strengths merged, types with 3 or more instances in the layout:
cell type      synthesis  final
and3                   6      6
and2                   3      3
clkdlybuf4s50          0     25
clkbuf                 3      4
nor2b                  3      3
nor2                  20     20
dfxtp                 24     24
nand4                  3      3
or3                    3      3
xor2                   3      3
o21ai                 10     10
inv                    4      4
o22ai                  3      3
nand3                 11     11
nand2                 17     17
ha                     3      3
nor3                   3      3
xnor2                  5      5
a22o                   6      6
kinds of logic (layout without fill, tap and decap cells):
kind of cell               after synthesis  after routing  share of synthesized area
and+or+nand+nor                         75             75                      0.320
AOI/OAI and AO/OA                       27             27                      0.176
DFF                                     24             24                      0.395
xor gates and xnor gates                 8              8                     0.0576
buffers and inverters                    7             33                     0.0216
adders and majority gates                3              3                     0.0308
report_power, final:
| group | internal (W) | leakage [nW] | total (W) | switching [W] |
|---|---|---|---|---|
| registers | 0.000214 | 0.194 | 0.000217 | 0.00000238 |
| logic | 0.00000894 | 0.334 | 0.0000182 | 0.00000928 |
| clock network | 0.0000780 | 0.0288 | 0.000146 | 0.0000680 |
per-layer routing:
| layer | vias to the layer above | wire, um | track usage |
|---|---|---|---|
| met2 | 29 | 1100 | 0.202 |
| met1 | 504 | 1410 | 0.210 |
| met4 | 0 | 26 | 0.0353 |
| met5 | - | 0 | 0 |
| met3 | 4 | 120 | 0.0194 |
| li1 | 562 | - | - |
No activity file was given, so power comes from the tool's default toggle rates.
